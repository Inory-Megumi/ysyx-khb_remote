===== /design/flow/design.v =====
module light(
	input clk,
	input rst,
	output reg [15:0] led
);
	reg [31:0] count;
	always @(posedge clk) begin
		if (rst) begin led <= 1; count <= 0; end
		else begin
			if (count == 0) led <= {led[14:0], led[15]};
			count <= (count >= 500000? 32'b0 : count + 1); 
			end 
		end
	endmodule

===== /design/flow/run.sh =====
#!/bin/bash
# OpenROAD 26Q1-2900-gdf79404cd8, Yosys 0.63+post, stock flow scripts
make -C /OpenROAD-flow-scripts/flow DESIGN_CONFIG=/design/flow/config.mk WORK_HOME=/design/flow/orfs finish

===== /design/flow/config.mk =====
export PLATFORM = sky130hd
export DESIGN_NAME = light
export DESIGN_NICKNAME = light
export VERILOG_FILES = /design/flow/design.v
export SDC_FILE = /design/flow/constraint.sdc
export NUM_CORES = 4
export LEC_CHECK = 1
export CORE_UTILIZATION = 40

===== /design/flow/constraint.sdc =====
current_design light

set clk_period 4.4
set clk_io_pct 0.2

create_clock -name clk0 -period $clk_period [get_ports {clk}]

set non_clock_inputs [all_inputs -no_clocks]
set_input_delay [expr $clk_period * $clk_io_pct] -clock clk0 $non_clock_inputs
set_output_delay [expr $clk_period * $clk_io_pct] -clock clk0 [all_outputs]

==> ci_impl_report.md <==
## Synthesis and layout report

| Metric | Value |
|---|---|
| Pwr Density | `339.0 nW/µm²` |
| CTS tree | `yes` |
| Largest net degree at the start of global routing | `20` |
| Core area | `4474 µm²` |
| Tot Pwr | `0.7653 mW` |
| Antenna viol nets, final | `0` |
| Number of setup buffers added after CTS | `0` |
| Slew HR | `59.27%` |
| CTS resizes | `0` |
| Post-Syn Instances | `181` |
| Synthesized cell area | `1904 µm²` |
| Vias in the first global route | `1175` |
| Layout area overhead | `18.53%` |
| Gr ovfl total | `0` |
| Reg clk slew, reported paths | `80 ps` |
| Startpoint Class | `primary input` |
| Drt wl/cell | `10.77 µm` |
| Final slew viol count | `0` |
| DR pass1 iterations | `19` |
| Worst-path cell chain | `clkdlybuf4s50_1, a311o_1, buf_4, a21oi_1` |
| Yosys warns | `1` |
| GP Congestion | `0.8315` |
| Yosys cell count | `181` |
| Most frequent logic cell in the layout | `dfxtp_1` |
| FP Rows | `24` |
| Worst path slowest cell | `clkdlybuf4s50_1` |
| Setup-failing EPs final | `0` |
| First DRT Iteration DRCs | `32` |
| # IOs | `18` |
| Crit path DAT | `2310 ps` |
| Tcrit/Tclk final | `47.24%` |
| Cell leakage power | `0.6984 nW` |
| FP Util | `42.56%` |
| Critical path fanouts, max | `19` |
| Hold slack | `495.1 ps` |
| Avg Cell Area, Syn | `10.52 µm²` |
| Vias per cell | `4.838` |
| Crit Path Class | `primary input to flip-flop` |
| Largest delay share family, worst path | `buffers and inverters` |
| Post-route cell area | `2257 µm²` |
| DIE HEIGHT | `71 µm` |
| Setup_tns | `0 ps` |
| Ys async rst share | `0%` |
| Clock sink count | `48` |
| First-pass GRT wire length | `5085 µm` |
| RSZ-0062 raised after global routing | `false` |
| CP Capture Type | `flip-flop` |
| Hold_buf cts | `0` |
| Port Buffers | `17` |
| Register share after synthesis | `50.46%` |
| VDD IR-drop max | `0.1816 mV` |
| CTS Buf Count | `5` |
| Post-synth regs | `48` |
| Total track usage | `12.77%` |
| Clk ins delay skew pair | `300 ps` |
| Final wirelength | `2866 µm` |
| Worst hold-check path type | `flip-flop to flip-flop` |
| Post-synth EDFFs | `0` |
| Status | `finished, final reports clean` |
| Clock root buffer master | `clkbuf_8` |
| Layout cells sized above 1 | `11.68%` |
| Period minus WS final | `2079 ps` |
| Dominant flop cell | `dfxtp_1` |
| Via count | `1287` |
| Count of tool warnings | `26` |
| Placed cell area | `2141 µm²` |
| Fmax | `481.1 MHz` |
| Top Layout Cells | `dfxtp_1 (48), clkdlybuf4s50_1 (17), nand2b_1 (16), nor2_1 (16), mux2i_1 (16)` |
| CP required | `4630 ps` |
| CP max stage delay | `660 ps` |
| Yosys Chip Area | `1904 µm²` |
| Dpl hpwl | `2029 µm` |
| Worst-case clock buffer depth | `2` |
| Worst-margin pin slew | `606.3 ps` |
| Clock Skew | `2.948 ps` |
| Die area | `5041 µm²` |
| Antenna violations before repair | `0` |
| Unique cell types | `32` |
| H-Tree Depth | `2` |
| Final Hold Fails | `0` |
| Die width | `71 µm` |
| Ant diodes | `0` |
| Number of max-cap violations | `0` |
| DRC Markers | `0` |
| Buf/Inv on CP | `2` |
## synthesized netlist by cell type (2+ instances only)
library cell  count  area, µm²
a21oi_1           3      15.01
a31o_2            2      17.52
clkbuf_1          2      7.510
dfxtp_1          48      960.9
ha_1              2      25.02
inv_1            10      37.54
mux2i_1          16      160.2
nand2_1           3      11.26
nand2b_1         16      100.1
nand3_1           5      25.02
nand4_1           6      37.54
nor2_1           16      60.06
nor2_2            2      12.51
nor2_4            8      90.09
nor3_1            5      25.02
nor4_1            9      56.30
xnor2_1          13      113.9
## metrics by stage
step	instances	util (%)	setup slack (ps)
after floorplan	193	-	2667
after global placement	258	47.85	2056
after detailed placement	258	47.85	2000
after CTS	266	50.45	2309
after global routing	266	50.45	2223
final	266	50.45	2321
## area by class of cell
type                       count  area [µm²]
multi-input combinational    129       892.1
fill                         379        2217
sequential                    48       960.9
timing repair buffer          19       185.2
clock buffer                   5       68.82
tap                           52       65.06
clock inverter                 3       47.55
inverter                      10       37.54
## layer usage
| metal | track usage [%] | routed length, µm | vias to the layer above |
|---|---|---|---|
| li1 | - | - | 668 |
| met1 | 19.59 | 1485 | 588 |
| met2 | 19.23 | 1223 | 26 |
| met3 | 3.324 | 125 | 5 |
| met4 | 2.000 | 31 | 0 |
| met5 | 0 | 0 | - |
## state kept, by name (all words and copies together), names as in the netlist
name,cells
count,32
led,16
## cell families (layout without fill, tap and decap cells)
| family | Yosys count | count (layout) | share of synthesized area, % |
|---|---|---|---|
| XOR/XNOR | 14 | 14 | 6.439 |
| other | 1 | 13 | 0.1969 |
| AND-OR/OR-AND | 8 | 8 | 2.891 |
| AND/OR/NAND/NOR | 76 | 76 | 25.23 |
| adder cells (fa/ha/maj) | 2 | 2 | 1.314 |
| buffers and inverters | 16 | 37 | 5.059 |
| flip-flops | 48 | 48 | 50.46 |
| multiplexers | 16 | 16 | 8.410 |
## final timing paths
| check | from | to | slack, ps | depth (start not counted) |
|---|---|---|---|---|
| setup / recovery | rst | count[17]$_SDFF_PP0_ | 2320 | 4 |
| hold / removal | count[0]$_SDFF_PP0_ | count[0]$_SDFF_PP0_ | 500 | 1 |
| setup reg to reg | count[0]$_SDFF_PP0_ | count[16]$_SDFF_PP0_ | 2520 | 5 |
| hold reg to reg | count[0]$_SDFF_PP0_ | count[0]$_SDFF_PP0_ | 500 | 1 |
## worst register-to-register path, stage by stage, from the launching register on
cell     delay [ps]
dfxtp_1         420
ha_1            220
nand3_1         230
nor3_1          580
a31o_2          250
a21oi_1          50
## where the power goes
| group | internal [mW] | switching [mW] | total (mW) |
|---|---|---|---|
| clock | 0.171 | 0.145 | 0.316 |
| sequential | 0.440 | 0.00184 | 0.442 |
| combinational | 0.00377 | 0.00342 | 0.00719 |
Power is estimated from default activity; no workload was simulated.
